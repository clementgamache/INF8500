[/design/flow/config.mk]
export PLATFORM = sky130hd
export DESIGN_NAME = rxCore
export DESIGN_NICKNAME = rxCore
export VERILOG_FILES = /design/flow/design.v
export SDC_FILE = /design/flow/constraint.sdc
export NUM_CORES = 4
export LEC_CHECK = 1
export CORE_AREA = 10 10 91 91
export DIE_AREA = 0 0 101 101
export SYNTH_HDL_FRONTEND = slang
[/design/flow/constraint.sdc]
current_design rxCore

set clk_period 2.0
set clk_io_pct 0.2

create_clock -name clk0 -period $clk_period [get_ports {clk}]

set non_clock_inputs [all_inputs -no_clocks]
set_input_delay [expr $clk_period * $clk_io_pct] -clock clk0 $non_clock_inputs
set_output_delay [expr $clk_period * $clk_io_pct] -clock clk0 [all_outputs]
[/design/flow/design.v]
module genericCounter #(
   parameter int                length = 8,
   parameter bit                incNotDec = 1)
   (
   input     logic              clk, 
                                arst,
                                rst, 
                                en,
   input     logic [length-1:0] dat_i,
   output    logic              rc,
   output    logic [length-1:0] dat_o);
   always_ff @(posedge clk, posedge arst) begin
      if (arst) begin      
         dat_o <= 0;
      end 
      else if (rst) begin  
         dat_o <= 0;
      end 
      else if (en) begin
         if (incNotDec) begin
           if (dat_o == 2**length - 1) begin
             dat_o <= dat_i;
           end 
           else begin
             dat_o <= dat_o + 1;
           end
         end 
         else begin
           if (dat_o == 0) begin
             dat_o <= dat_i;
           end 
           else begin
             dat_o <= dat_o - 1;
           end
         end  
      end
   end
   always_comb begin
     if (incNotDec) begin
        if (dat_o == 2**length - 1 && en) begin
           rc = 1'b1;
        end
        else begin
           rc = 1'b0;
        end
     end
     else begin
        if (dat_o == 0 && en) begin
           rc = 1'b1;
        end
        else begin
           rc = 1'b0;
        end
     end
   end
endmodule
module parityGenerator(
   input  logic [7:0] dat,
   input  logic       en, 
                      even,
   output logic       parity);
   always_comb begin
      if (en) begin : boucle
         int i;
         parity = ~even;
         for (i = 0; i < 8; i++) begin
            parity ^= dat[i];
         end
      end 
      else begin
         parity = 1;  
      end
   end
endmodule
module rxControlFSM(
   input  logic       clk,
                      arst,
                      brTick8x,
                      rx,
   input  logic [6:0] chronoVal,
   output logic       shiftEn,
                      moveDatEn,
                      chronoRst);
   typedef enum logic [3:0] {
      waitForStartBit = 4'b0001,
      waitForSynchro  = 4'b0000,
      sampleRx        = 4'b0010,
      dataReady       = 4'b0101,
      waitForStopBit  = 4'b1001} state_t;
   state_t state;
   logic [2:0] _chronoSymbolVal;
   logic [3:0] _symbolCtrVal;
   assign _chronoSymbolVal = chronoVal[2:0];
   assign _symbolCtrVal    = chronoVal[6:3];
   assign chronoRst = state[0];
   assign shiftEn   = state[1];
   assign moveDatEn = state[2];
   always_ff @(posedge clk, posedge arst) begin
      if (arst)
         state <= waitForStartBit;
      else begin
         case (state)
         waitForStartBit: begin
            if (!rx)
               state <= waitForSynchro;
         end
         waitForSynchro: begin
            if (_chronoSymbolVal == 3 && brTick8x) 
               state <= sampleRx;
         end
         sampleRx: begin
            if (_symbolCtrVal == 10)
               state <= dataReady;
            else
               state <= waitForSynchro; 
         end
         dataReady: begin
            state <= waitForStopBit;
         end
         waitForStopBit: begin
            if (rx)
               state <= waitForStartBit;          
         end
         endcase
      end
   end
endmodule
module rxControler(
   input  logic clk, 
                arst,
                brTick8x,
                rx,
   output logic shiftEn,
                moveDatEn);
   logic       chronoRst;
   logic [6:0] chronoVal;
   rxControlFSM fsm(.*);
   genericCounter #(
      .length(7), 
      .incNotDec(1'b1)) 
   chrono(.rst(chronoRst),
          .en(brTick8x),
          .dat_i(7'h00),
          .dat_o(chronoVal),
          .rc(),
          .*);
endmodule
module rxCore(
   input  logic       clk, 
                      arst,
                      parityEn, 
                      parityEven,
                      rx,
                      brTick8x,
   output logic       moveDatEn,
                      setPErr,
                      setFErr,
   output logic [7:0] dat);
   logic        shiftEn,
                sy_rx,
                parity;
   logic [10:0] _dat;
   assign dat = _dat[8:1];
   always_ff @(posedge clk) sy_rx <= rx;
   rxControler controler(.*);
   shiftRegister rxShiftReg(
                       .rst(1'b0),
                       .en(shiftEn),
                       .ldDat(1'b0),
                       .serial_i(sy_rx),
                       .dat_i(11'h000),
                       .dat_o(_dat),
                       .serial_o(),
                       .*);
   parityGenerator parityGen(
                       .dat(_dat[8:1]),
                       .en(parityEn), 
                       .even(parityEven),
                       .parity(parity));
   assign setPErr = (_dat[9] ^ parity) & parityEn;  
   assign setFErr = (~_dat[9] & ~parityEn) |(~_dat[10] & parityEn);  
endmodule
module shiftRegister(
   input  logic        clk, 
                       arst,
                       rst,
                       en,
                       ldDat,
                       serial_i,
   input  logic [10:0] dat_i,
   output logic [10:0] dat_o,
   output logic        serial_o);
   assign serial_o = dat_o[0];
   always_ff @(posedge clk, posedge arst) begin
      if (arst) begin
         dat_o <= 11'h7FF;
      end
      else if (rst) begin
         dat_o <= 11'h7FF;
      end
      else if (ldDat) begin
          dat_o <= dat_i;
      end
      else if (en) begin
         dat_o[9:0] <= dat_o[10:1];
         dat_o[10]  <= serial_i;
      end
   end  
endmodule
[/design/flow/run.sh]
#!/bin/bash
# OpenROAD 26Q1-2900-gdf79404cd8, Yosys 0.63+post, stock flow scripts
make -C /OpenROAD-flow-scripts/flow DESIGN_CONFIG=/design/flow/config.mk WORK_HOME=/design/flow/orfs finish
==> results.sh <==
# yosys + openroad results
export IMPL_drtAntennaViolNets=0
export IMPL_cts_buffer_depth=2
export IMPL_drc=0
export IMPL_ys_chip_area_um2=1140
export IMPL_grt_pass1_vias=749
export IMPL_synth_cell_types=34
export IMPL_fin_worst_skew_ns=0.00616
export IMPL_yosys_warnings=0
export IMPL_dpl_hpwl_mm=1.44
export IMPL_fin_crit_sh_pct=105
export IMPL_postPlaceCellArea_um2=1380
export IMPL_overflow=0
export IMPL_drv_slew=0
export IMPL_crit_slowest_cell="dfstp_2"
export IMPL_dr_total_vias=724
export IMPL_ys_cells=99
export IMPL_synth_area_um2=1140
export IMPL_dp_cells=188
export IMPL_reg2reg_from="controler.chrono.dat_o[0]"
export IMPL_max_cap_viol_count=0
export IMPL_fmax_mhz=478
export IMPL_critPathBufInv=1
export IMPL_min_path_type="in -> async"
export IMPL_cp_max_fo=2
export IMPL_cts_buffers_inserted=3
export IMPL_netlist_instances=99
export IMPL_max_slew_margin_rel_pct=82.8
export IMPL_clkSinkCount=22
export IMPL_syn_area_per_cell_um2=11.5
export IMPL_startpoint_type="flop"
export IMPL_synthTopCellsByArea="dfstp_2 25%, dfrtp_1 22%, mux2_1 9.9%"
export IMPL_tns_ns=-0.0916
export IMPL_clock_latency_ns=0.26
export IMPL_routed_via_density=3.77
export IMPL_ff2ff_path_depth=4
export IMPL_io_pins=17
export IMPL_grt_pass1_wl_mm=3.44
export IMPL_status="complete, but fails checks"
export IMPL_ys_flops=22
export IMPL_die_w_um=101
export IMPL_antennaDiodeCount=0
export IMPL_setup_violations=1
export IMPL_warnings=27
export IMPL_grtUsageTotal_pct=4.03
export IMPL_core_um2=6350
export IMPL_port_buffers=16
export IMPL_dr_pass1_iters=4
export IMPL_powerDensity_nw_per_um2=1090
export IMPL_die_area_um2=10200
export IMPL_netlist_area_leader_share_pct=25.4
export IMPL_r2r_end="controler.chrono.dat_o[6]"
export IMPL_rows=29
export IMPL_syn2layout_area_growth_pct=27.0
export IMPL_rsz0062_at_grt="yes"
export IMPL_fp_util_pct=17.9
export IMPL_worst_slew_pin_slew_ns=0.255
export IMPL_cp_required_ns=1.60
export IMPL_fin_cells=192
export IMPL_power_leakage_uw=0.000623
export IMPL_routabilityCongestion=0.784
export IMPL_drt_wirelength_per_cell_um=10.4
export IMPL_clk_pin_slew_worst_paths_ns=0.09
export IMPL_wl_mm=2.00
export IMPL_postCtsSetupBuffers=0
export IMPL_cpPeakStageDelay_ns=0.55
export IMPL_violations="setup timing"
export IMPL_critPathCaptureType="output pin"
export IMPL_cts_root_buf="clkbuf_8"
export IMPL_final_hold_viol_count=0
export IMPL_min_period_ns=2.09
export IMPL_arrival_ns=1.69
export IMPL_yosysTopAreaCell="dfstp_2"
export IMPL_path_delay_family="XOR/XNOR gates"
export IMPL_postSynthSeqShare_pct=49.1
export IMPL_die_height_um=101
export IMPL_p_total_uw=1570
export IMPL_rrSetupSlack_ns=0.60
export IMPL_antenna_found_initial=0
export IMPL_fin_area_um2=1450
export IMPL_grt_start_max_net_pins=22
export IMPL_timing_final_ws_setup_ns=-0.0916
export IMPL_irDropWorstVdd_uv=625
export IMPL_htreeDepth=1
export IMPL_drtIter0Drc=33
export IMPL_critPathKind="reg -> out"
export IMPL_layout_drive_gt1_share_pct=22.6
export IMPL_path_cells="xnor2_2 -> xnor3_1 -> xnor2_1 -> and2_1 -> buf_2"
export IMPL_cts_tree="done"
export IMPL_cts_hold_buf=0
==> final cells by class <==
| cell class | instances | area, µm² |
|---|---|---|
| clock buffer | 4 | 66.3 |
| fill | 667 | 4900 |
| inverter | 2 | 7.51 |
| multi-input combinational | 63 | 500 |
| sequential | 22 | 559 |
| tap | 77 | 96.3 |
| timing repair buffer | 24 | 216 |
==> layer usage <==
layer  vias to the layer above  wire (µm)  GRT usage (%)
met5                         -          0              0
met2                        26        863           6.54
met1                       330        911           5.06
met3                         0        225           1.94
met4                         0          0          0.107
li1                        368          -              -
==> flip-flops by register name (all words and copies together) (netlist names) <==
signal / count
rxShiftReg.dat_o: 10
controler.chrono.dat_o: 7
controler.fsm.state: 4
sy_rx: 1
==> how the worst max path moves through the flow <==
stage	start	to	slack, ns	cells past startpoint
final	rxShiftReg.dat_o[2]	setPErr	-0.09	5
after CTS	rxShiftReg.dat_o[2]	setPErr	-0.12	5
after global routing	rxShiftReg.dat_o[2]	setPErr	-0.22	5
==> power by group <==
group / leakage [µW] / switching (µW) / internal [µW] / total, µW
logic: 0.000337 / 169 / 323 / 492
registers: 0.000253 / 119 / 595 / 714
clock network: 0.0000339 / 148 / 217 / 365
total: 0.000623 / 437 / 1140 / 1570
==> through the flow <==
stage	util, %	worst slack [ns]	hold WS, ns
5_1_grt	22.8	-0.224	0.469
6_report	22.8	-0.0916	0.455
3_5_place_dp	21.7	-0.406	0.437
2_1_floorplan	-	0.290	0.368
4_1_cts	22.7	-0.122	0.458
3_3_place_gp	21.7	-0.378	0.428
==> cell families (layout without fill, tap and decap cells) <==
kind of cell,count (synthesis),count (layout),synth area share [%]
mux,12,12,11.6
flops,22,22,49.1
compound gates,14,14,8.46
simple gates,25,25,12.1
xor+xnor,10,10,8.90
buf+inv,14,30,7.58
fa+ha+maj,2,2,2.20
==> cells in the mapped netlist (all sizes together) <==
cell    count
and2        1
or4b        1
and3        1
o21ba       2
nor2        4
xnor3       1
xnor2       6
o41ai       1
a21o        1
inv         2
nand2b      2
dfxtp       1
a22o        1
dfstp      11
mux2       10
a211oi      1
a21oi       3
xor2        3
mux2i       2
nand3       2
o21ai       5
clkbuf      1
nor3        2
ha          2
nand4       3
nand2       4
nor2b       1
dfrtp      10
or3         2
buf        11
nand3b      2
==> worst min-delay path, delay by kind of cell <==
kind	cells	cell delay, ns
buf+inv	3	0.71
==> timing repair <==
item | 4_1_cts | 5_1_grt
cloned | 0 | 0
gates resized | 5 | 1
pin swaps | 4 | 1
endpoints found under the setup margin | 1 | 2
==> placed cells by master (no fill, tap or decap), types with 3 or more instances in the layout <==
master	n
nor2_1	4
clkdlybuf4s50_1	13
nand2_1	4
clkbuf_8	3
o21ai_1	3
mux2_1	10
xor2_1	3
xnor2_1	5
a21oi_1	3
dfstp_2	11
dfrtp_1	10
nand4_1	3
buf_4	8
Power and IR drop assume default switching activity.
