**/design/flow/config.mk**
```make
export PLATFORM = sky130hd
export DESIGN_NAME = bus4x8BitsInterface
export DESIGN_NICKNAME = bus4x8BitsInterface
export VERILOG_FILES = /design/flow/design.v
export SDC_FILE = /design/flow/constraint.sdc
export NUM_CORES = 4
export LEC_CHECK = 1
export CORE_AREA = 10 10 70 70
export DIE_AREA = 0 0 80 80
```
**/design/flow/constraint.sdc**
```tcl
current_design bus4x8BitsInterface

set clk_period 1.1
set clk_io_pct 0.2

create_clock -name clk0 -period $clk_period

set non_clock_inputs [all_inputs -no_clocks]
set_input_delay [expr $clk_period * $clk_io_pct] -clock clk0 $non_clock_inputs
set_output_delay [expr $clk_period * $clk_io_pct] -clock clk0 [all_outputs]
```
**/design/flow/design.v**
```verilog
module biDirBuffer(
   input  logic       outEn,
   input  logic [7:0] dat_i,
   output logic [7:0] dat_o,
   inout  logic  [7:0] dat_io);
   assign dat_o = dat_io; 
   assign dat_io = outEn ? dat_i : 'Z;
endmodule
module bus4x8BitsInterface(
   input  logic       we, 
                      ce,
   input  logic [1:0] adr,
   inout  wire  [7:0] dat,
   input  logic [7:0] rBus0, 
                      rBus1, 
                      rBus2,
                      rBus3,
   output logic [7:0] wBus,
   output logic       re0,
                      re1,
                      re2,
                      re3,
                      we0,
                      we1,
                      we2,
                      we3);
   logic outEn;
   logic [7:0] _dat;
   biDirBuffer busBuffer(
      .dat_i(_dat),
      .dat_o(wBus),
      .dat_io(dat),
      .outEn(outEn));
   assign outEn = ce & ~we;
   mux8Bits41 datOutMux(
      .dat0(rBus0),
      .dat1(rBus1),
      .dat2(rBus2),
      .dat3(rBus3),
      .dat_o(_dat),
      .adr(adr));
   decoder4 wAdrDecoder(
      .en1(ce),
      .en2(we),
      .ce0(we0), 
      .ce1(we1), 
      .ce2(we2), 
      .ce3(we3),
      .adr(adr));
   decoder4 rAdrDecoder(
      .en1(ce),
      .en2(~we),
      .ce0(re0), 
      .ce1(re1), 
      .ce2(re2), 
      .ce3(re3),
      .adr(adr));
endmodule
module decoder4(
   input  logic       en1,
                      en2,
   input  logic [1:0] adr,
   output logic       ce0, 
                      ce1, 
                      ce2, 
                      ce3);
   logic [3:0] _ce;
   always_comb begin
      _ce = 4'b0000;
      if (en1 && en2) begin
        _ce[adr] = 1'b1;
      end
   end
   always_comb begin
     ce0 = _ce[0];
     ce1 = _ce[1];
     ce2 = _ce[2];
     ce3 = _ce[3];
   end  
endmodule
module mux8Bits41(
   input  logic [1:0] adr,
   input  logic [7:0] dat0,
                      dat1,
                      dat2,
                      dat3,
   output logic [7:0] dat_o);
   always_comb begin
      case (adr)
      2'b00: dat_o = dat0;
      2'b01: dat_o = dat1;
      2'b10: dat_o = dat2;
      2'b11: dat_o = dat3;
      endcase
   end
endmodule
```
**/design/flow/run.sh**
```bash
#!/bin/bash
# OpenROAD 26Q1-2900-gdf79404cd8, Yosys 0.63+post, stock flow scripts
make -C /OpenROAD-flow-scripts/flow DESIGN_CONFIG=/design/flow/config.mk WORK_HOME=/design/flow/orfs finish
```
==> load_flow_metrics.sql <==
-- load yosys + openroad results
INSERT INTO impl_metrics (metric_group, metric, value, unit) VALUES
('synthesis', 'post-synth-top-area-cell', 'sky130_fd_sc_hd__mux4_1', ''),
('placed_design', 'placement.io_buffers', '52', ''),
('synthesis', 'synth.avg_cell_area', '13.76', 'um^2'),
('synthesis', 'syn-instance-count', '28', ''),
('floorplan', 'die_w', '80', 'um'),
('synthesis', 'netlist.area_leader.share', '0.4773', ''),
('synthesis', 'ys_top_cells_by_area', 'sky130_fd_sc_hd__mux4_1, sky130_fd_sc_hd__buf_4, sky130_fd_sc_hd__and4b_1', ''),
('run_status', 'status', 'did not finish', ''),
('synthesis', 'yosys.stat.seqShare', '0', ''),
('placed_design', 'dpl.hpwl', '1667', 'um'),
('floorplan', 'die_y', '80', 'um'),
('synthesis', 'synthDistinctLibCells', '11', ''),
('run_status', 'failed_stage', '4_1_cts', ''),
('synthesis', 'ys.warnings.count', '3', ''),
('clock_network', 'postCtsHoldBufs', '0', ''),
('synthesis', 'synthesized_chip_area_reported_by_yosys', '385.4', 'um^2'),
('floorplan', 'boundaryPins', '60', ''),
('floorplan', 'fp_util', '0.1128', ''),
('clock_network', 'post_cts_resize_count', '141', ''),
('floorplan', 'placement_rows', '21', ''),
('clock_network', 'post-cts-setup-buffer-count', '5', ''),
('placed_design', 'placed_cells', '121', ''),
('synthesis', 'synth_stat.cells', '28', ''),
('synthesis', 'synthesized_cell_area', '385.4', 'um^2'),
('placed_design', 'place.gp.congestion', '0.6813', ''),
('run_status', 'firstError', '[error] [KeplerFormal.cpp:679] Workflow failed: Iso has multiple drivers: .dat0, _20_.X0', '');
-- cell families after synthesis --
kind of cell,synth area share
buf+inv,0.2500
mux,0.5357
simple gates,0.2143
-- per-stage QoR --
step                hold WS [ns]  setup WS (ns)  instance area (um^2)
global placement           1.135         -1.022                 919.6
floorplan                 0.4545        -0.1422                 396.6
detailed placement        0.8698         -1.030                 919.6
-- synth_stat cells --
master,number
sky130_fd_sc_hd__and4_1,1
sky130_fd_sc_hd__nor4b_1,1
sky130_fd_sc_hd__buf_4,8
sky130_fd_sc_hd__and4bb_2,2
sky130_fd_sc_hd__nor4bb_1,1
sky130_fd_sc_hd__and4b_1,3
sky130_fd_sc_hd__buf_2,2
sky130_fd_sc_hd__buf_6,1
sky130_fd_sc_hd__mux4_1,7
sky130_fd_sc_hd__mux4_2,1
sky130_fd_sc_hd__buf_8,1
