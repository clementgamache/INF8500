[design.v]
module counter4Bits(
   input  logic       clk,
                      arst,
                      rst,
                      en,
   output logic [3:0] dat);
   always_ff @(posedge clk, posedge arst) begin
      if (arst) begin
         dat <= 0;
      end 
      else if (rst) begin
         dat <= 0;
      end 
      else if (en) begin
         dat <= dat + 1;
      end
   end
endmodule
module genericCounter #(
   parameter int                length = 8,
   parameter bit                incNotDec = 1)
   (
   input     logic              clk, 
                                arst,
                                rst, 
                                en,
   input     logic [length-1:0] dat_i,
   output    logic              rc,
   output    logic [length-1:0] dat_o);
   always_ff @(posedge clk, posedge arst) begin
      if (arst) begin      
         dat_o <= 0;
      end 
      else if (rst) begin  
         dat_o <= 0;
      end 
      else if (en) begin
         if (incNotDec) begin
           if (dat_o == 2**length - 1) begin
             dat_o <= dat_i;
           end 
           else begin
             dat_o <= dat_o + 1;
           end
         end 
         else begin
           if (dat_o == 0) begin
             dat_o <= dat_i;
           end 
           else begin
             dat_o <= dat_o - 1;
           end
         end  
      end
   end
   always_comb begin
     if (incNotDec) begin
        if (dat_o == 2**length - 1 && en) begin
           rc = 1'b1;
        end
        else begin
           rc = 1'b0;
        end
     end
     else begin
        if (dat_o == 0 && en) begin
           rc = 1'b1;
        end
        else begin
           rc = 1'b0;
        end
     end
   end
endmodule
module parityGenerator(
   input  logic [7:0] dat,
   input  logic       en, 
                      even,
   output logic       parity);
   always_comb begin
      if (en) begin : boucle
         int i;
         parity = ~even;
         for (i = 0; i < 8; i++) begin
            parity ^= dat[i];
         end
      end 
      else begin
         parity = 1;  
      end
   end
endmodule
module shiftRegister(
   input  logic        clk, 
                       arst,
                       rst,
                       en,
                       ldDat,
                       serial_i,
   input  logic [10:0] dat_i,
   output logic [10:0] dat_o,
   output logic        serial_o);
   assign serial_o = dat_o[0];
   always_ff @(posedge clk, posedge arst) begin
      if (arst) begin
         dat_o <= 11'h7FF;
      end
      else if (rst) begin
         dat_o <= 11'h7FF;
      end
      else if (ldDat) begin
          dat_o <= dat_i;
      end
      else if (en) begin
         dat_o[9:0] <= dat_o[10:1];
         dat_o[10]  <= serial_i;
      end
   end  
endmodule
module txControlFSM(
   input  logic       clk, 
                      arst,
                      brTick,
                      datStb,
   input  logic [3:0] symbolCtrVal,
   output logic       shiftEn, 
                      moveDatEn);
   typedef enum bit [1:0] {waitForData, writing,
                 sendFrame} state_t;
   state_t state;
   always_ff @(posedge clk, posedge arst) begin
      if (arst)
         state <= waitForData;
      else begin
         case (state)
         waitForData: begin
            if (datStb) 
               state <= writing;
         end
         writing: begin
            if (~datStb) 
               state <= sendFrame;
         end
         sendFrame: begin
            if (brTick && symbolCtrVal == 4'd10)
               state <= waitForData;
         end
         default: begin
            state <= waitForData;
         end
         endcase
      end
   end
   always_comb begin
      case (state)
      waitForData: begin
         shiftEn   = 1'b0;
         moveDatEn = 0; 
      end 
      writing: begin
         shiftEn   = 0;
         moveDatEn = 1;
      end 
      sendFrame: begin
         moveDatEn = 1'b0;
         if (brTick)
            shiftEn = 1'b1;
         else
            shiftEn = 1'b0;
      end
      default: begin
         moveDatEn = 1'b0;
         shiftEn = 1'b0;
      end
      endcase
   end
endmodule
module txControler(
   input  logic clk, 
                arst,
                brTick,
                datStb,
   output logic moveDatEn,
                shiftEn);
   logic [3:0] symbolCtrVal;
   counter4Bits  symbolCounter(
      .rst(moveDatEn),
      .en(shiftEn),
      .dat(symbolCtrVal),
      .*);
   txControlFSM fsm(.*);             
endmodule
module txCore(
   input  logic       clk, 
                      arst,
                      parityEn,
                      parityEven,
                      datStb,
                      brTick8x,
   input  logic [7:0] dat,
   output logic       moveDatEn,
                      tx);
   logic brTick,
         shiftEn,
         parity;
   txControler controler(.*);   
   genericCounter #(
      .length(3),
      .incNotDec(1'b1))
   brTickGen(
      .rst(1'b0), 
      .en(brTick8x),
      .dat_i(3'b000),
      .rc(brTick),
      .dat_o(),
      .*);
   parityGenerator parityGen(
      .en(parityEn), 
      .even(parityEven),
      .*);
   shiftRegister txShiftReg(
      .rst(1'b0),
      .en(shiftEn),
      .ldDat(moveDatEn),
      .serial_i(1'b1),
      .dat_i({parity, dat, 2'b01}),
      .dat_o(),
      .serial_o(tx),
      .*);  
endmodule
[run.sh]
#!/bin/bash
# OpenROAD 26Q1-2900-gdf79404cd8, Yosys 0.63+post, stock flow scripts
make -C /OpenROAD-flow-scripts/flow DESIGN_CONFIG=/design/flow/config.mk WORK_HOME=/design/flow/orfs finish
[config.mk]
export PLATFORM = sky130hd
export DESIGN_NAME = txCore
export DESIGN_NICKNAME = txCore
export VERILOG_FILES = /design/flow/design.v
export SDC_FILE = /design/flow/constraint.sdc
export NUM_CORES = 4
export LEC_CHECK = 1
export CORE_AREA = 10 10 87 87
export DIE_AREA = 0 0 97 97
export SYNTH_HDL_FRONTEND = slang
[constraint.sdc]
current_design txCore

set clk_period 2.9
set clk_io_pct 0.2

create_clock -name clk0 -period $clk_period [get_ports {clk}]

set non_clock_inputs [all_inputs -no_clocks]
set_input_delay [expr $clk_period * $clk_io_pct] -clock clk0 $non_clock_inputs
set_output_delay [expr $clk_period * $clk_io_pct] -clock clk0 [all_outputs]
==> summary.txt <==
fresh numbers from the pnr run: run status=finished, final reports clean, Placer Congestion=roughly 0.75, Min Clock Period, post-route=between 1500 and 2000 ps, Layout Skew=1.32 ps, standby leakage power=0.527 nW, post-detailed-route DRC marker count=0, buffers inserted by post-CTS timing repair=0, launching element of the worst setup path=brTick8x, y dimension of the die=around 97 um, slew at the pin closest to its max-slew limit=774 ps, HPWL after detailed placement=1320 um, critical register-to-register path startpoint=brTickGen.dat_o[0]$_DFFE_PP0P_, number of sinks handled by clock tree synthesis=21, clock-pin slew on the worst setup and hold paths=~70 ps, buffer depth of the longest clock path=2, cell area after technology mapping=around 1100 um2, busiest layer in global routing=met1, largest driver fanout on the critical path=13, Setup crit end=controler.symbolCounter.dat[3]$_DFFE_PP0P_, clock insertion delay at the later pin of the skew report=~250 ps, Log Warnings=26, Commonest flop=dfstp_2, cells traversed along the worst timing path=clkdlybuf4s50_1, and3_1, nand4_1, xor2_1, nor2_1, TritonCTS clock tree=done, number of buffers added by the clock tree synthesis step=3, Detailed Route Iter0 Violations=20, Gate Count Post-Synth=between 90 and 100, final worst-path cycle share=0.685, global-route wire length before repair=3260 um, path depth of the worst reg2reg path=6, CP Data Arrival Time=around 2100 ps, asr flop ratio synth=1.00, final worst hold slack=approximately 470 ps, critical-path cell with the highest stage delay=clkdlybuf4s50_1, antenna violations before repair=0, met1 global-route usage=0.0592, unrepaired setup endpoints after global routing=false, via density per instance=between 3 and 4, critical path launch point type=primary input, average wire per cell in the routed design=just under 10 um, post-synthesis sequential element count=21, largest net degree at the start of global routing=27, power density of the placed cells=748 nW/um2, critical path's largest stage delay=580 ps, met3 demand-to-capacity share in global routing=0.0215, Unique cell types=25, total of fill cells in the finished design=~600, via count of the first global-routing pass=between 700 and 800, R2R Path End=controler.symbolCounter.dat[3]$_DFFE_PP0P_, Synth Seq Share=0.512, setup TNS after final layout=0 ps, GR Util met2=0.0506, number of cells in the finished layout apart from fillers=183, IO Pins=16, Buffers on Ports=15, H-tree level count=1, Bufs and invs on worst path=1, remaining max-slew budget at the tightest pin=0.484, standard-cell row count=27, final antenna diode count=0, placeable core region=5640 um2, required time reported for the critical path endpoint=between 3000 and 4000 ps, Setup Viol. Count Final=0, synthesized chip area reported by yosys=about 1100 um2, final count of hold timing violations=0, sort of element at the end of the critical path=register, CTS root buffer=clkbuf_8, core utilization at floorplan=0.187, maximum clock frequency=around 500 MHz, number of gates resized after cts=0, detailed-route via count=between 600 and 700, CTS Hold Bufs=0, Remaining Overflow, GRT=0, area of the chip=9410 um2, DP Worst Slack=between 600 and 700 ps, stages on the worst setup path=5, Detailed Routing Iterations Pass 1=4, maximum resistive drop on vdd=0.351 mV, x dimension of the die=97 um, count of library flops with an enable pin=0, register-to-register setup slack=between 1000 and 1500 ps, worst setup margin=a little over 900 ps, yosys warning tally=0, Final Routed Wirelength=around 1800 um, Slew Viols, Final=0, residual antenna-violating net count after detailed routing=0, share of post-route cells with drive strength above 1=0.198, GR Util All Layers=0.0397, cell type group with the largest total delay on the critical path=simple AND/OR/NAND/NOR gates, Pwr Total=around 0.00099 W, cells in synth_stat.txt=95, path class of the lowest-slack min-delay path=register to register, dpl cells=approximately 180, P&R area growth vs syn=25.5%, Worst Setup Path Type=primary input to register, max-cap check violation count=0, mean post-synth cell area=11.1 um2
==> registers in the layout, indices dropped and copies added (netlist names) <==
register,cells
txShiftReg.dat_o,11
brTickGen.dat_o,3
controler.fsm.state,3
controler.symbolCounter.dat,4
==> synthesized netlist by cell type, types with 3 or more instances <==
master   count  area [um2]
xor2_1       3        26.3
nand2_1     14        52.6
o21ai_0      3        15.0
ha_1         4        50.1
dfrtp_1      9         225
mux2i_1      8        80.1
xnor2_1      4        35.0
inv_1        4        15.0
nor2_1       6        22.5
mux2_2       3        33.8
dfstp_2     12         315
o21ai_1      8        40.0
==> how the worst min path moves through the flow <==
stage                                            from                         endpoint  slack (ps)  cells past startpoint
after global routing  txShiftReg.dat_o[0]$_DFFE_PP1P_  txShiftReg.dat_o[0]$_DFFE_PP1P_         510                      2
final                 txShiftReg.dat_o[1]$_DFFE_PP1P_  txShiftReg.dat_o[1]$_DFFE_PP1P_         470                      2
after CTS             txShiftReg.dat_o[1]$_DFFE_PP1P_  txShiftReg.dat_o[1]$_DFFE_PP1P_         470                      2
==> layout make-up <==
type	instances	area (um2)	share of cell area
flip-flops and latches	21	541	0.408
multi-input cells	66	475	0.359
repair buffers	16	158	0.119
well taps	72	90.1	0.0681
clock buffers	4	45.0	0.0340
inverters	4	15.0	0.0113
==> layer usage <==
metal,vias to the layer above,routed length [um],share of wire
li1,351,-,-
met1,296,996,0.56
met2,18,619,0.35
met3,2,156,0.087
met4,0,14,0.0078
met5,-,0,0
==> metrics by stage <==
step / utilization / area (um2)
detailed placement: 0.227 / 1280
global route: 0.235 / 1320
global placement: 0.227 / 1280
floorplan: - / 1050
CTS: 0.235 / 1320
finish: 0.235 / 1320
==> power by group <==
group          switching [W]  internal [W]  leakage [nW]  total, W
clock network      0.0000857     0.0000976        0.0228  0.000183
registers          0.0000711      0.000455         0.236  0.000526
logic               0.000119      0.000161         0.269  0.000280
total               0.000276      0.000714         0.527  0.000990
==> cell usage in the layout (no fill, tap or decap), types with 2 or more instances in the layout <==
cell type / Yosys / final
o21ai_1: 8 / 8
dfstp_2: 12 / 12
nor2_1: 6 / 6
clkbuf_8: 0 / 3
nand4_1: 2 / 2
xnor2_1: 4 / 4
ha_1: 4 / 4
xnor2_2: 2 / 2
nand2_1: 14 / 14
inv_1: 4 / 4
mux2i_1: 8 / 8
mux2_2: 3 / 3
o21ai_0: 3 / 3
dfrtp_1: 9 / 9
clkdlybuf4s50_1: 0 / 15
xor2_1: 3 / 3
nand3_1: 2 / 2
==> tightest hold or removal path, stage by stage, from the launching register on <==
cell and delay (ps):
dfstp_2 370, nand2_1 50, a21oi_1 60
==> kinds of logic (layout without fill, tap and decap cells) <==
kind of cell | count (synthesis) | after routing | share of synthesized area
XOR/XNOR | 10 | 10 | 0.110
multiplexers | 11 | 11 | 0.108
AND-OR/OR-AND | 15 | 15 | 0.0818
adder cells (fa/ha/maj) | 4 | 4 | 0.0475
AND/OR/NAND/NOR | 26 | 26 | 0.103
buffers and inverters | 8 | 24 | 0.0368
flip-flops | 21 | 21 | 0.512
Power figures rest on the tool's default switching activity, not on a simulated workload.
